<file path="design/flow/design.v">
module part5 (SW, LEDR, HEX0, HEX1, HEX2);
	input [9:0] SW;  
	output [9:0] LEDR;  
	output [0:6] HEX0,HEX1,HEX2;  
	wire [1:0] M0;
	mux_2bit_3to1 U0 (SW[9:8], SW[5:4], SW[3:2], SW[1:0], M0);
	char_7seg H0 (M0, HEX2,HEX1,HEX0);
endmodule
module mux_2bit_3to1 (S, U, V, W, M);
	input [1:0] S, U, V, W;
	output [1:0] M;
	assign M[0] = (~S[1]&~S[0]&U[0])|(~S[1]&S[0]&V[0])|(S[1]&~S[0]&W[0])|(S[1]&S[0]&W[0]);
	assign M[1] = (~S[1]&~S[0]&U[1])|(~S[1]&S[0]&V[1])|(S[1]&~S[0]&W[1])|(S[1]&S[0]&W[1]);
endmodule
module char_7seg (C, Display1,Display2,Display3);
	input [1:0] C;  
	assign c1 = C[1];
	assign c0 = C[0];
	output [0:6] Display1,Display2,Display3;  
	assign Display1[0] = (~c1&~c0)|(c1&~c0)|(c1&c0);
	assign Display1[1] = (~c1&c0)|(c1&~c0)|(c1&c0);
	assign Display1[2] = (~c1&c0)|(c1&~c0)|(c1&c0);
	assign Display1[3] = (c1&~c0)|(c1&c0);
	assign Display1[4] = (c1&c0);
	assign Display1[5] = (~c1&~c0)|(c1&c0);
	assign Display1[6] = (c1&~c0)|(c1&c0);
	assign Display2[0] = (~c1&c0)|(c1&~c0)|(c1&c0);
	assign Display2[1] = (~c1&~c0)|(~c1&c0)|(c1&c0);
	assign Display2[2] = (~c1&~c0)|(~c1&c0)|(c1&c0);
	assign Display2[3] = (~c1&c0)|(c1&c0);
	assign Display2[4] = (c1&c0);
	assign Display2[5] = (c1&~c0)|(c1&c0);
	assign Display2[6] = (~c1&c0)|(c1&c0);
	assign Display3[0] = (~c1&~c0)|(~c1&c0)|(c1&c0);
	assign Display3[1] = (~c1&~c0)|(c1&~c0)|(c1&c0);
	assign Display3[2] = (~c1&~c0)|(c1&~c0)|(c1&c0);
	assign Display3[3] = (~c1&~c0)|(c1&c0);
	assign Display3[4] = (c1&c0);
	assign Display3[5] = (~c1&c0)|(c1&c0);
	assign Display3[6] = (~c1&~c0)|(c1&c0);
endmodule
</file>
<file path="design/flow/run.sh">
#!/bin/bash
# OpenROAD 26Q1-2900-gdf79404cd8, Yosys 0.63+post, stock flow scripts
make -C /OpenROAD-flow-scripts/flow DESIGN_CONFIG=/design/flow/config.mk WORK_HOME=/design/flow/orfs finish
</file>
<file path="design/flow/config.mk">
export PLATFORM = sky130hd
export DESIGN_NAME = part5
export DESIGN_NICKNAME = part5
export VERILOG_FILES = /design/flow/design.v
export SDC_FILE = /design/flow/constraint.sdc
export NUM_CORES = 4
export LEC_CHECK = 1
export CORE_AREA = 10 10 70 70
export DIE_AREA = 0 0 80 80
</file>
<file path="design/flow/constraint.sdc">
current_design part5

set clk_period 2.8
set clk_io_pct 0.2

create_clock -name clk0 -period $clk_period

set non_clock_inputs [all_inputs -no_clocks]
set_input_delay [expr $clk_period * $clk_io_pct] -clock clk0 $non_clock_inputs
set_output_delay [expr $clk_period * $clk_io_pct] -clock clk0 [all_outputs]
</file>
==> flow_metrics.tcl <==
# implementation run metrics
set metrics [dict create \
    status "finished clean" \
    tool_warnings 38 \
    yosysWarnings 12 \
    fp_util_pct 9.27 \
    ios 41 \
    critPathCaptureType "output pin" \
    worst-setup-path-type "in -> out" \
    drt_first_iter_violations 1 \
    syn2layout_area_growth_pct 71.5 \
    worstSetupStartpointType "input port" \
    viasPerCell 2.54 \
    syn_area_per_cell_um2 7.54 \
    drtAntennaViolNets 0 \
    n_antenna_cell 0 \
    portBuffers 29 \
    ir_worst_vdd_mv 0.0161 \
    wire_per_inst_um 8.75 \
    drc 0 \
    die_x_um 80 \
    p_comb_share_pct 100.0 \
    die_area_um2 6400 \
    p_leak_nw 0.241 \
    path_max_fanout 3 \
    ys_seq_share_pct 0 \
    seq_power_share_pct 0 \
    grt_max_degree 7 \
    yosys_area_um2 317 \
    required_ns 2.24 \
    vias 264 \
    overflow 0 \
    p_sw_w 0.0000243 \
    die_height_um 80 \
    cts_setup_buffers 0 \
    power.density_nw_per_um2 173 \
    placed_area_um2 533 \
    hold_class "in -> out" \
    final-max-slew-violation-count 0 \
    min_delay_path_depth 5 \
    design.core.area_um2 3420 \
    nFlopsAndLatches 0 \
    wl_um 910 \
    fmax_ghz 0.366 \
    gp_congestion 0.758 \
    drive_above_1_share_pct 12.1 \
    p_int_w 0.0000696 \
    drtPass1Iterations 2 \
    total_power_w 0.0000939 \
    clock_buffers 0 \
    ff_latch_area_um2 0 \
    stdcell_area_um2 543 \
    finalHoldViolCount 0 \
    grt.total_usage_pct 2.12 \
    synth_cells 42 \
    ys_types 9 \
    dp_hpwl_um 862 \
    grt_antenna_before_repair 0 \
    grt_pass1_wl_um 1180 \
    ys_cells 42 \
    period_used_pct 97.5 \
    grt_pass1_vias 274 \
    arrival_ns 2.17 \
    pwr-share-clk_pct 0 \
    setup_viol 0 \
    maxCapViolCount 0 \
    p_sw_share_pct 25.9 \
    rows 21 \
    tns_ns 0 \
    post-route-min-period_ns 2.73 \
    netlist_area_um2 317 \
]
## cell usage in the layout, fill, tap and decap left out, drive strengths merged
| cell type | instances |
|---|---|
| clkdlybuf4s50 | 24 |
| conb | 10 |
| ha | 5 |
| dlygate4sd2 | 4 |
| inv | 3 |
| nand2 | 2 |
| o21a | 2 |
| buf | 2 |
| mux2i | 2 |
| o21ai | 2 |
| or2 | 1 |
| dlymetal6s2s | 1 |
## worst max-delay path, cell delays in order
cell             delay, ns
clkdlybuf4s50_1       0.46
mux2i_1               0.09
o21a_1                0.22
ha_2                  0.19
or2_4                 0.24
clkdlybuf4s50_1       0.40
## cell type report
cell class | instances | area, um^2
fill | 396 | 2870
inverter | 3 | 11.3
multi-input combinational | 24 | 171
timing repair buffer | 31 | 303
tap | 46 | 57.6
## power groups by stage
stage	Sequential [W]	Clock, W	Combinational [W]
after CTS	0	0	0.0000969
after global routing	0	0	0.000104
final	0	0	0.0000939
## cell families (layout without fill, tap and decap cells)
group,count (synthesis),in the layout,synth area share (%)
muxes,2,2,6.32
AOI/OAI and AO/OA,4,4,7.90
other,1,10,1.18
and+or+nand+nor,3,3,4.35
buffers and inverters,27,34,60.5
adders and majority gates,5,5,19.8
## synth_stat cells
library cell	count	area [um^2]
buf_4	24	180
conb_1	1	3.75
ha_1	5	62.6
inv_1	3	11.3
mux2i_1	2	20.0
nand2_1	2	7.51
o21a_1	2	15.0
o21ai_1	2	10.0
or2_2	1	6.26
## path summary, 6_finish.rpt
check  start       to  slack (ns)
max    SW[3]  HEX1[6]        0.07
min    SW[9]  HEX1[2]        1.94
## routing by layer
metal	track usage, %	vias to the layer above	part of all wire, %
li1	-	128	-
met1	2.57	110	40
met2	3.53	26	40
met3	1.02	0	20
met4	0	0	0
met5	0	-	0
## through the flow
step / hold WS, ns / util [%] / instances / setup slack (ns)
floorplan: 1.21 / - / 51 / 0.733
detailed placement: 2.24 / 15.6 / 104 / -0.158
finish: 1.94 / 15.9 / 104 / 0.0712
global route: 2.01 / 15.9 / 104 / -0.00479
CTS: 2.08 / 15.6 / 104 / 0.0370
global placement: 2.24 / 15.6 / 104 / -0.142
## what timing repair did
item,CTS,global route
endpoints found under the hold margin,0,0
pin swaps,1,1
setup endpoints to repair,10,4
hold buffers,0,0
resized,6,4
No activity file was given, so power comes from the tool's default toggle rates.
