**./run.sh**
```bash
#!/bin/bash
# OpenROAD 26Q1-2900-gdf79404cd8, Yosys 0.63+post, stock flow scripts
make -C /OpenROAD-flow-scripts/flow DESIGN_CONFIG=/design/flow/config.mk WORK_HOME=/design/flow/orfs finish
```
**./config.mk**
```make
export PLATFORM = sky130hd
export DESIGN_NAME = adder
export DESIGN_NICKNAME = adder
export VERILOG_FILES = /design/flow/design.v
export SDC_FILE = /design/flow/constraint.sdc
export NUM_CORES = 4
export LEC_CHECK = 1
export CORE_AREA = 10 10 70 70
export DIE_AREA = 0 0 80 80
```
**./constraint.sdc**
```tcl
current_design adder

set clk_period 3.7
set clk_io_pct 0.2

create_clock -name clk0 -period $clk_period

set non_clock_inputs [all_inputs -no_clocks]
set_input_delay [expr $clk_period * $clk_io_pct] -clock clk0 $non_clock_inputs
set_output_delay [expr $clk_period * $clk_io_pct] -clock clk0 [all_outputs]
```
**./design.v**
```verilog
module adder(SW,LEDR);
	input [8:0]SW;
	output [8:0]LEDR;
	wire [3:0]A,B,S;
	wire cin,cout;
	assign A[3:0] = SW[7:4];
	assign B[3:0] = SW[3:0];
	assign cin = SW[8];
	assign c1 = (~B[0]&A[0]&cin)|{B[0]&cin}|{B[0]&A[0]};
	assign S[0] = (~B[0]&~A[0]&cin)|(~B[0]&A[0]&~cin)|(B[0]&~A[0]&~cin)|(B[0]&A[0]&cin);
	assign c2 = (~B[1]&A[1]&c1)|{B[1]&c1}|{B[1]&A[1]};
	assign S[1] = (~B[1]&~A[1]&c1)|(~B[1]&A[1]&~c1)|(B[1]&~A[1]&~c1)|(B[1]&A[1]&c1);
	assign c3 = (~B[2]&A[2]&c2)|{B[2]&c2}|{B[2]&A[2]};
	assign S[2] = (~B[2]&~A[2]&c2)|(~B[2]&A[2]&~c2)|(B[2]&~A[2]&~c2)|(B[2]&A[2]&c2);
	assign cout = (~B[3]&A[3]&c3)|{B[3]&c3}|(B[3]&A[3]);
	assign S[3] = (~B[3]&~A[3]&c3)|(~B[3]&A[3]&~c3)|(B[3]&~A[3]&~c3)|(B[3]&A[3]&c3);
	assign LEDR[3:0] = S;
	assign LEDR[4] = cout;
endmodule
```
==> flow_summary.ini <==
; yosys + openroad results
[route]
drc = 0
num_vias = 130
drt-total-wl_um = 465
drt_iter0_drc = 0
diodes = 0
routed_via_density = 1.711
drt-wirelength-per-cell_um = 6.118
first_pass_iters = 1
ant_nets = 0

[floorplanning]
die_area_um2 = 6400
core_um2 = 3416
pin_count = 18
fp_util = 0.04432
fp.dieW_um = 80
num_rows = 21
dieHeight_um = 80

[final_timing]
layout_setup_ws_ns = 0.1126
fin_crit_sh = 0.9696
finalHoldViolations = 0
rsz0062_at_grt = false
whs_ns = 2.260
fin_crit_ns = 3.587
setup_viol = 0
drv_slew = 0
fmax_ghz = 0.2788

[pwr]
finalPower_uw = 37.10
power_density_nw_per_um2 = 112.3
leakage_nw = 0.1478
irDropWorstVdd_mv = 0.01695

[critical_path]
critPathKind = primary input to primary output
worstPathMaxFanout = 1
cpMostUsedCell = fa_2
cp-end-kind = primary output
path_cells = clkdlybuf4s50_1 > fa_2 > fa_2 > inv_2 > fa_2 > fa_1 > inv_1 > clkdlybuf4s50_1
crit_required_ns = 2.96
max_stage_delay_ns = 0.47
cpMaxStageDelayCell = clkdlybuf4s50_1
start_kind = primary input
cp_data_arrival_time_ns = 2.85

[min_path]
holdPathStages = 3
worstHoldStart = SW[8]
min_path_type = primary input to primary output
holdPathEnd = LEDR[0]

[synth]
ys_cells = 18
avgSynthCellArea_um2 = 8.411
synthCells = 18
netlist_area_um2 = 151.4
netlist.area_leader.share = 0.5289
ys_top_cells_by_area = fa_1 (53%), buf_4 (25%), inv_1 (20%), conb_1 (2.5%)
yosys_area_um2 = 151.4
yosysUniqueCellTypes = 4
ys_seq_frac = 0
largest_area_cell = fa_1
yosys_warnings = 7

[place]
io_buffers = 14
routabilityCongestion = 0.8122
hpwlAfterDp_um = 436.6
pre_cts_ws_ns = -0.2899

[global_route]
grt_pass1_wl_um = 634
grtUsageTotal = 0.01206
antenna_found_initial = 0
grt_pass1_vias = 126
grt_max_degree = 2
overflow = 0

[layout]
area.growth.synth_to_final_pct = 118.2
layout-drive-gt1-share = 0.1333
register_area_um2 = 0
clkbuf_count = 0
flops = 0

[status]
status = completed

[job]
warnings = 32
maxCapViolCount = 0

[clocking]
cts_setup_buffers = 0
==> power breakdown <==
| group | switching (mW) | internal (mW) |
|---|---|---|
| sequential | 0 | 0 |
| combinational | 0.0107 | 0.0264 |
| clock | 0 | 0 |
==> how the worst max path moves through the flow <==
stage	from	to	slack (ns)	cells past startpoint
final	SW[4]	LEDR[4]	0.11	8
after global routing	SW[4]	LEDR[4]	0.003	8
after CTS	SW[4]	LEDR[2]	0.007	7
==> placed cells by master, fill, tap and decap left out <==
cell type / instances
inv_2: 1
inv_1: 7
dlymetal6s2s_1: 1
clkdlybuf4s50_1: 11
dlygate4sd2_1: 2
conb_1: 4
fa_2: 3
fa_1: 1
==> critical path: cells and delay by family <==
kind / cells / cell delay [ns]
buffers and inverters: 4 / 1.02
adder cells (fa/ha/maj): 4 / 1.08
==> kinds of logic after synthesis <==
kind of cell	synth area share
adder cells (fa/ha/maj)	0.5289
buffers and inverters	0.4463
other	0.02477
==> synth_stat cells (all sizes together) <==
master	n
conb	1
inv	8
fa	4
buf	5
==> per-layer routing <==
| metal | routed length [µm] | track usage | vias to the layer above |
|---|---|---|---|
| li1 | - | - | 60 |
| met1 | 175 | 0.01536 | 56 |
| met2 | 163 | 0.01685 | 14 |
| met3 | 126 | 0.009091 | 0 |
| met4 | 0 | 0 | 0 |
| met5 | 0 | 0 | - |
==> per-stage QoR <==
| stage | instances | area (µm²) | utilization | setup TNS (ns) |
|---|---|---|---|---|
| 6_report | 76 | 330.3 | 0.09670 | 0 |
| 5_1_grt | 76 | 330.3 | 0.09670 | 0 |
| 4_1_cts | 76 | 325.3 | 0.09524 | 0 |
| 3_5_place_dp | 76 | 322.8 | 0.09451 | -0.3247 |
| 3_3_place_gp | 76 | 322.8 | 0.09451 | -0.2619 |
| 2_1_floorplan | 21 | 162.7 | - | 0 |
==> final cells by class <==
type               count  area (µm²)
well taps             46       57.56
repair buffers        14       140.1
inverters              8       30.03
multi-input cells      8       102.6
fillers              414        3085
==> timing repair <==
item | CTS | global route
endpoints found under the setup margin | 2 | 3
hold endpoints to repair | 0 | 0
pin swaps | 1 | 2
hold buffers | 0 | 0
resized | 4 | 3
No activity file was given, so power comes from the tool's default toggle rates.
