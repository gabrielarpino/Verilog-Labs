--- flow/config.mk ---
export PLATFORM = sky130hd
export DESIGN_NAME = part6
export DESIGN_NICKNAME = part6
export VERILOG_FILES = /design/flow/design.v
export SDC_FILE = /design/flow/constraint.sdc
export NUM_CORES = 4
export LEC_CHECK = 1
export CORE_AREA = 10 10 102 102
export DIE_AREA = 0 0 112 112
--- flow/constraint.sdc ---
current_design part6

set clk_period 1.3
set clk_io_pct 0.2

create_clock -name clk0 -period $clk_period [get_ports {CLOCK_50}]

set non_clock_inputs [all_inputs -no_clocks]
set_input_delay [expr $clk_period * $clk_io_pct] -clock clk0 $non_clock_inputs
set_output_delay [expr $clk_period * $clk_io_pct] -clock clk0 [all_outputs]
--- flow/design.v ---
module part6(SW,CLOCK_50,HEX0,HEX1,HEX2,HEX3,HEX4,HEX5);
	input [1:0]SW;
	input CLOCK_50;
	wire en;
	assign en = SW[0];
	output reg [6:0]HEX0,HEX1,HEX2,HEX3,HEX4,HEX5;
	wire [3:0]C;
	count_6 U0 (en,CLOCK_50,C);
	always @ (en)
		case (C)
			0: HEX5 = 7'b1111111;
			1: HEX5 = 7'b1111111;
			2: HEX5 = 7'b1111111;
			3: HEX5 = 7'b0100001;
			4: HEX5 = 7'b0000110;
			5: HEX5 = 7'b1111001;
		endcase
		always @ (en)
		case (C)
			0: HEX4 = 7'b1111111;
			1: HEX4 = 7'b1111111;
			5: HEX4 = 7'b1111111;
			2: HEX4 = 7'b0100001;
			3: HEX4 = 7'b0000110;
			4: HEX4 = 7'b1111001;
		endcase
		always @ (en)
		case (C)
			0: HEX3 = 7'b1111111;
			4: HEX3 = 7'b1111111;
			5: HEX3 = 7'b1111111;
			1: HEX3 = 7'b0100001;
			2: HEX3 = 7'b0000110;
			3: HEX3 = 7'b1111001;
		endcase
		always @ (en)
		case (C)
			3: HEX2 = 7'b1111111;
			4: HEX2 = 7'b1111111;
			5: HEX2 = 7'b1111111;
			0: HEX2 = 7'b0100001;
			1: HEX2 = 7'b0000110;
			2: HEX2 = 7'b1111001;
		endcase
		always @ (en)
		case (C)
			2: HEX1 = 7'b1111111;
			3: HEX1 = 7'b1111111;
			4: HEX1 = 7'b1111111;
			5: HEX1 = 7'b0100001;
			0: HEX1 = 7'b0000110;
			1: HEX1 = 7'b1111001;
		endcase
		always @ (en)
		case (C)
			1: HEX0 = 7'b1111111;
			2: HEX0 = 7'b1111111;
			3: HEX0 = 7'b1111111;
			4: HEX0 = 7'b0100001;
			5: HEX0 = 7'b0000110;
			0: HEX0 = 7'b1111001;
		endcase
endmodule
module count_6(enable,CLOCK_50,count);
	input enable,CLOCK_50;
	reg [4:0]countfast,countslow;
	reg reset,sec,equal6;
	output [3:0]count;
	always @(posedge CLOCK_50 or posedge reset)
		if (reset)
			countfast <= 0;
		else if (enable)
			countfast <= countfast+1;
	always @ (enable)
		if (countfast == 50000000)begin
			sec <= 0;
			reset <= 1;end
		else if (countfast == 1)begin
			sec <= 1;
		end
		else begin
			sec <= 0;
			reset <= 0; end
	always @(posedge CLOCK_50 or posedge equal6)
		if (equal6)
			countslow <= 0;
		else if (sec)
			countslow <= countslow+1;
	always @(enable)
		if (countslow==6)
			equal6 <= 1;
		else
			equal6 <= 0;	
	assign count = countslow;
endmodule
--- flow/run.sh ---
#!/bin/bash
# OpenROAD 26Q1-2900-gdf79404cd8, Yosys 0.63+post, stock flow scripts
make -C /OpenROAD-flow-scripts/flow DESIGN_CONFIG=/design/flow/config.mk WORK_HOME=/design/flow/orfs finish
==> out/results.ini <==
[yosys]
xor_share = 0.0512
netlist_instances = 126
ys_dominant_reg_cell = dlxtn_1
ys_sh_simple = 0.185
ys_cells = 126
top_cells_by_area = dlxtn_1, buf_4, edfxtp_1
ys_types = 26
yosysTopAreaCell = dlxtn_1
ys_warn_count = 8
synth_top_area_share = 0.226
topCombFamilyByArea = buffers and inverters
common_cells = buf_4, dlxtn_1, nand2_1, nand2b_1, o21ai_0
synthesis.area_mm2 = 0.00120
synth_top_cell_by_count = buf_4
ys.flops = 28
yosys_area_mm2 = 0.00120
synth-async-reset-ratio = 0.179
yosys.area_share.aoi = 0.0564
ys_sh_mux = 0
synth_area_per_cell_um2 = 9.50
fa_ha_area_frac = 0.0627
synth-edff-count = 5

[final_layout]
drive_gt1_frac = 0.124
ff_latch_area_um2 = 546
areaGrowthSynthToFinish_pct = 41.2
nFillCells = 891
comb_area_um2 = 438
utilization = 0.206

[power]
vdd_drop_max_v = 0.000517
p_leak_uw = 0.000696
power_frac_comb = 0.538
sequentialPowerShare = 0.347
powerDensity_mw_per_mm2 = 1980
p_int_uw = 2310
pwr-share-clk = 0.115
p_sw_uw = 1040
p_sw_frac = 0.309

[grt]
grt_pass1_vias = 843
overflow = 0
antenna_found_initial = 0
grt_max_degree = 17
grt_pass1_wl_um = 4310
grt_usage = 0.0392

[clock_tree]
insertion_delay_ns = 0.23
clockBufferDepth = 2
clk_pin_slew_ns = 0.05
cts_tree = done
h-tree-depth = 1
cts-root-buf = clkbuf_8
numCtsBuffers = 3

[sta]
min_period_ns = 1.32
untimed_endpoints = 60
fin_ws_ns = -0.0239
unclocked_regs = 18
fin_setup_tns_ns = -0.0298
tightest_slew_ns = 0.557
fmax_ghz = 0.755
max_slew_margin = 0.626
post-route-period-util = 1.02
rsz0062_at_grt = yes
final-hold-violation-count = 0
slew_viol_final = 0
finalSetupViolCount = 2
skew_ns = 0.00261

[placed_design]
gp_congestion = 0.707
hpwl_um = 2050
io_buffers = 43

[die]
placementRows = 33
coreArea_mm2 = 0.00822
die-width_um = 112
ios = 45
fp_util = 0.146
dieArea_mm2 = 0.0125
die_h_um = 112

[routing]
antenna_left = 0
post-route-drc-count = 0
drt-initial-drc-count = 15
diodes = 0
viasPerCell = 3.29
post_drt_wl_per_cell_um = 9.86
route.vias.total = 848
drt-total-wl_um = 2540
firstDrtPassIters = 3

[critical_path]
crit_start = U0.countfast[1]$_DFFE_PP_
required_ns = 1.42
critical_path_class = register to register
worstSetupEndpointType = register
crit_arrival_ns = 1.44
r2r-start = U0.countfast[1]$_DFFE_PP_
worst-path-max-fanout = 4
startpoint_type = register

[status]
outcome = complete, but fails checks
violations = negative setup slack

[worst_hold_path]
min_path_type = register to asynchronous set/reset pin

[flow_run]
drv_cap = 0
warnings = 32

[routing by layer]
layer / share of wire / vias up / global-route usage
li1: - / 436 / -
met3: 0.13 / 2 / 0.0228
met4: 0.0024 / 0 / 0.000846
met2: 0.41 / 32 / 0.0591
met5: 0 / - / 0
met1: 0.45 / 378 / 0.0507
[state kept, by name, indices dropped and copies added (netlist names)]
name	flops
U0.countfast	5
U0.countslow	5
HEX0	3
HEX1	3
HEX2	3
HEX3	3
HEX4	3
HEX5	3
[power by group through the flow]
stage	logic (µW)	registers [µW]	clock network (µW)
CTS	1820	1170	394
finish	1800	1160	385
global route	2060	1210	413
[through the flow]
stage	hold slack, ns	area (µm²)	power [µW]	worst slack, ns	std cells
3_5_place_dp	0.226	1620	2980	0.0186	253
5_1_grt	0.266	1690	3680	-0.118	258
3_3_place_gp	0.223	1620	2960	0.0383	253
4_1_cts	0.229	1680	3390	-0.00798	258
6_report	0.217	1690	3350	-0.0239	258
2_1_floorplan	0.180	1200	2190	0.0246	126
[what timing repair did]
item	CTS	global route
gates cloned	0	0
resized	0	5
hold buffers	0	0
endpoints found under the setup margin	2	7
pin swaps	1	4
setup buffers	1	0
[kinds of logic after synthesis]
group                      after synthesis
adders and majority gates                6
AOI/OAI and AO/OA                       12
buffers and inverters                   35
xor gates and xnor gates                 7
DFF                                     10
latches                                 18
and+or+nand+nor                         38
[worst max-delay path: stages, from the launching register on]
cell	delay, ns
edfxtp_1	0.38
inv_1	0.08
ha_2	0.17
nor4b_4	0.27
nand4_1	0.16
xnor2_1	0.15
[area by class of cell]
type                    instances  share of cell area
flip-flops and latches         28               0.323
repair buffers                 52               0.295
multi-input cells              63               0.259
well taps                     105              0.0777
clock buffers                   4              0.0326
inverters                       6              0.0133
[worst paths after layout]
kind                       cells after the start  slack (ns)                           to
min                                            1        0.22  U0.countslow[4]$_DFFE_PN0N_
max                                            5       -0.02  U0.countslow[4]$_DFFE_PN0N_
min in group clk0                              1        0.45  U0.countslow[4]$_DFFE_PN0N_
max reg2reg                                    5       -0.02  U0.countslow[4]$_DFFE_PN0N_
min reg2reg                                    1        0.22  U0.countslow[4]$_DFFE_PN0N_
max in group asynchronous                      3        0.43  U0.countslow[1]$_DFFE_PN0N_
[layout by cell type (no fill, tap or decap), types with 2 or more instances in the layout]
cell             netlist  final
nor3_1                 2      2
nand2b_1               9      9
clkbuf_8               0      4
o21ai_1                1      2
ha_1                   6      4
buf_4                 24      9
dfrtp_1                5      5
clkdlybuf4s50_1        0     43
ha_2                   0      2
nand4_1                2      2
a21o_1                 2      2
edfxtp_1               5      5
dlxtn_1               18     18
nor2b_1                3      3
xnor2_1                6      6
inv_1                  6      6
nand3b_1               3      3
o21ai_0                7      6
nand3_1                3      2
nand2_1               10      9
nor2_1                 3      3
No activity file was given, so power comes from the tool's default toggle rates.
